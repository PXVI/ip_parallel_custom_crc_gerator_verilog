--- ./design.v ---
module crc32_8bit_parallel_iso_3309_ethernet_mod  #(  parameter   RESET_SEED = 'h00 )(
                                                                            input CLK,
                                                                            input RSTn,
                                                                            input [8-1:0] data_in,
                                                                            input enable,
                                                                            input clear,
                                                                            output [32-1:0] CRC
                                                                        );
    reg [32-1:0] Mout_p, Mout_n;
    always@( posedge CLK or negedge RSTn )
    begin
        Mout_p <= Mout_n;
        if( !RSTn )
        begin
            Mout_p <= RESET_SEED;
        end
    end
    always@( * )
    begin
        Mout_n = Mout_p;
        if( clear )
        begin
            Mout_n = RESET_SEED;
        end
        else if( enable )
        begin
            Mout_n[0] = data_in[0] ^ data_in[6] ^ Mout_p[24] ^ Mout_p[30] ;
            Mout_n[1] = data_in[0] ^ data_in[1] ^ data_in[6] ^ data_in[7] ^ Mout_p[24] ^ Mout_p[25] ^ Mout_p[30] ^ Mout_p[31] ;
            Mout_n[2] = data_in[0] ^ data_in[1] ^ data_in[2] ^ data_in[6] ^ data_in[7] ^ Mout_p[24] ^ Mout_p[25] ^ Mout_p[26] ^ Mout_p[30] ^ Mout_p[31] ;
            Mout_n[3] = data_in[1] ^ data_in[2] ^ data_in[3] ^ data_in[7] ^ Mout_p[25] ^ Mout_p[26] ^ Mout_p[27] ^ Mout_p[31] ;
            Mout_n[4] = data_in[0] ^ data_in[2] ^ data_in[3] ^ data_in[4] ^ data_in[6] ^ Mout_p[24] ^ Mout_p[26] ^ Mout_p[27] ^ Mout_p[28] ^ Mout_p[30] ;
            Mout_n[5] = data_in[0] ^ data_in[1] ^ data_in[3] ^ data_in[4] ^ data_in[5] ^ data_in[6] ^ data_in[7] ^ Mout_p[24] ^ Mout_p[25] ^ Mout_p[27] ^ Mout_p[28] ^ Mout_p[29] ^ Mout_p[30] ^ Mout_p[31] ;
            Mout_n[6] = data_in[1] ^ data_in[2] ^ data_in[4] ^ data_in[5] ^ data_in[6] ^ data_in[7] ^ Mout_p[25] ^ Mout_p[26] ^ Mout_p[28] ^ Mout_p[29] ^ Mout_p[30] ^ Mout_p[31] ;
            Mout_n[7] = data_in[0] ^ data_in[2] ^ data_in[3] ^ data_in[5] ^ data_in[7] ^ Mout_p[24] ^ Mout_p[26] ^ Mout_p[27] ^ Mout_p[29] ^ Mout_p[31] ;
            Mout_n[8] = data_in[0] ^ data_in[1] ^ data_in[3] ^ data_in[4] ^ Mout_p[0] ^ Mout_p[24] ^ Mout_p[25] ^ Mout_p[27] ^ Mout_p[28] ;
            Mout_n[9] = data_in[1] ^ data_in[2] ^ data_in[4] ^ data_in[5] ^ Mout_p[1] ^ Mout_p[25] ^ Mout_p[26] ^ Mout_p[28] ^ Mout_p[29] ;
            Mout_n[10] = data_in[0] ^ data_in[2] ^ data_in[3] ^ data_in[5] ^ Mout_p[2] ^ Mout_p[24] ^ Mout_p[26] ^ Mout_p[27] ^ Mout_p[29] ;
            Mout_n[11] = data_in[0] ^ data_in[1] ^ data_in[3] ^ data_in[4] ^ Mout_p[3] ^ Mout_p[24] ^ Mout_p[25] ^ Mout_p[27] ^ Mout_p[28] ;
            Mout_n[12] = data_in[0] ^ data_in[1] ^ data_in[2] ^ data_in[4] ^ data_in[5] ^ data_in[6] ^ Mout_p[4] ^ Mout_p[24] ^ Mout_p[25] ^ Mout_p[26] ^ Mout_p[28] ^ Mout_p[29] ^ Mout_p[30] ;
            Mout_n[13] = data_in[1] ^ data_in[2] ^ data_in[3] ^ data_in[5] ^ data_in[6] ^ data_in[7] ^ Mout_p[5] ^ Mout_p[25] ^ Mout_p[26] ^ Mout_p[27] ^ Mout_p[29] ^ Mout_p[30] ^ Mout_p[31] ;
            Mout_n[14] = data_in[2] ^ data_in[3] ^ data_in[4] ^ data_in[6] ^ data_in[7] ^ Mout_p[6] ^ Mout_p[26] ^ Mout_p[27] ^ Mout_p[28] ^ Mout_p[30] ^ Mout_p[31] ;
            Mout_n[15] = data_in[3] ^ data_in[4] ^ data_in[5] ^ data_in[7] ^ Mout_p[7] ^ Mout_p[27] ^ Mout_p[28] ^ Mout_p[29] ^ Mout_p[31] ;
            Mout_n[16] = data_in[0] ^ data_in[4] ^ data_in[5] ^ Mout_p[8] ^ Mout_p[24] ^ Mout_p[28] ^ Mout_p[29] ;
            Mout_n[17] = data_in[1] ^ data_in[5] ^ data_in[6] ^ Mout_p[9] ^ Mout_p[25] ^ Mout_p[29] ^ Mout_p[30] ;
            Mout_n[18] = data_in[2] ^ data_in[6] ^ data_in[7] ^ Mout_p[10] ^ Mout_p[26] ^ Mout_p[30] ^ Mout_p[31] ;
            Mout_n[19] = data_in[3] ^ data_in[7] ^ Mout_p[11] ^ Mout_p[27] ^ Mout_p[31] ;
            Mout_n[20] = data_in[4] ^ Mout_p[12] ^ Mout_p[28] ;
            Mout_n[21] = data_in[5] ^ Mout_p[13] ^ Mout_p[29] ;
            Mout_n[22] = data_in[0] ^ Mout_p[14] ^ Mout_p[24] ;
            Mout_n[23] = data_in[0] ^ data_in[1] ^ data_in[6] ^ Mout_p[15] ^ Mout_p[24] ^ Mout_p[25] ^ Mout_p[30] ;
            Mout_n[24] = data_in[1] ^ data_in[2] ^ data_in[7] ^ Mout_p[16] ^ Mout_p[25] ^ Mout_p[26] ^ Mout_p[31] ;
            Mout_n[25] = data_in[2] ^ data_in[3] ^ Mout_p[17] ^ Mout_p[26] ^ Mout_p[27] ;
            Mout_n[26] = data_in[0] ^ data_in[3] ^ data_in[4] ^ data_in[6] ^ Mout_p[18] ^ Mout_p[24] ^ Mout_p[27] ^ Mout_p[28] ^ Mout_p[30] ;
            Mout_n[27] = data_in[1] ^ data_in[4] ^ data_in[5] ^ data_in[7] ^ Mout_p[19] ^ Mout_p[25] ^ Mout_p[28] ^ Mout_p[29] ^ Mout_p[31] ;
            Mout_n[28] = data_in[2] ^ data_in[5] ^ data_in[6] ^ Mout_p[20] ^ Mout_p[26] ^ Mout_p[29] ^ Mout_p[30] ;
            Mout_n[29] = data_in[3] ^ data_in[6] ^ data_in[7] ^ Mout_p[21] ^ Mout_p[27] ^ Mout_p[30] ^ Mout_p[31] ;
            Mout_n[30] = data_in[4] ^ data_in[7] ^ Mout_p[22] ^ Mout_p[28] ^ Mout_p[31] ;
            Mout_n[31] = data_in[5] ^ Mout_p[23] ^ Mout_p[29] ;
        end
    end
    assign CRC = Mout_p;
endmodule
--- ./run.sh ---
#!/bin/bash
# OpenROAD 26Q1-2900-gdf79404cd8, Yosys 0.63+post, stock flow scripts
make -C /OpenROAD-flow-scripts/flow DESIGN_CONFIG=/design/flow/config.mk WORK_HOME=/design/flow/orfs finish
--- ./config.mk ---
export PLATFORM = sky130hd
export DESIGN_NAME = crc32_8bit_parallel_iso_3309_ethernet_mod
export DESIGN_NICKNAME = crc32_8bit_parallel_iso_3309_ethernet_mod
export VERILOG_FILES = /design/flow/design.v
export SDC_FILE = /design/flow/constraint.sdc
export NUM_CORES = 4
export LEC_CHECK = 1
export CORE_UTILIZATION = 50
--- ./constraint.sdc ---
current_design crc32_8bit_parallel_iso_3309_ethernet_mod

set clk_period 3.7
set clk_io_pct 0.2

create_clock -name clk0 -period $clk_period [get_ports {CLK}]

set non_clock_inputs [all_inputs -no_clocks]
set_input_delay [expr $clk_period * $clk_io_pct] -clock clk0 $non_clock_inputs
set_output_delay [expr $clk_period * $clk_io_pct] -clock clk0 [all_outputs]
==> out/metrics.cfg <==
[synthesis]
ys_seq_frac=0.344
ys_chip_area_mm2=0.00233
avgSynthCellArea_um2=13.8
syn_inst=169
ys_types=22
ys_cells=169
ys.flops=32
syn_area_mm2=0.00233
yosysWarnings=1

[place]
gp_congestion=0.863
io_buffers=43
hpwl_um=3420
placed_area_mm2=0.00284

[final_timing]
holdWs_ns=0.566
hold_violations=0
period_used_share=0.716
slew_headroom=0.519
setup_viol=0
max_freq_ghz=0.378
clock_skew_ns=0.00461
worst_pin_slew_ns=0.718
drv_slew=0
rsz0062_at_grt=no
tns_ns=0
min_period_ns=2.65

[power_and_ir_drop]
power_mw=2.93
p_leak_nw=1.43
peakVddDrop_mv=0.403
pwr_density_cell_mw_per_mm2=998

[clocking]
cts_resized=0
cts_setup_buffers=0
cts_root_buffer=clkbuf_8
max-clock-path-buffers=2
cts_tree=built
cts.clk_slew.worst_paths_ns=0.07
cts_buffers=5
cts_sinks=32
clk_latency_ns=0.28
htreeDepth=2
cts_hold_buf=0

[floorplan]
io_pins=44
rows=24
die_y_um=70.3
initial_core_util=0.528
die_w_um=70.3
die_area_mm2=0.00494
core_area_mm2=0.00441

[routing]
num_vias=1466
routedWlPerCell_um=17.7
wl_um=4770
n_antenna_cell=0
antenna_left=0
first_iter_violations=72
vias_per_cell=5.45
drc_errors=0
dr.pass1.iters=4

[global_route]
overflow=0
track_usage=0.223
grt_pass1_vias=1521
grt_max_degree=33
antenna_found_initial=0
grt_pass1_wl_um=8080

[cells_and_area]
syn_to_final_growth_pct=26.0
final_cell_mix=clkdlybuf4s50_1, dfrtp_1, xnor3_1, nor2_1, xnor2_1
fin_area_mm2=0.00294
top_regs=Mout_p x32
num-fill-cells=322
final_common_cell=clkdlybuf4s50_1
layout-drive-gt1-share=0.101
largest_register_ffs=32
fin_util=0.666
largest_register=Mout_p

[setup_path]
critPathLaunchType=input pin
crit_fanout=8
worst-setup-path-type=input pin to flip-flop
arrival_ns=2.82
required_ns=3.87
r2r_cells=4
critPathCaptureType=flip-flop

[flow_run]
maxCapViolCount=0
tool_warnings=26

[worst_hold_path]
hold_path_class=flip-flop to flip-flop
whs_path_depth=2

[status]
status=completed

-- layer usage --
layer / up-vias / share of wire / track usage
met5: - / 0 / 0
met4: 0 / 0.010 / 0.0178
met3: 5 / 0.064 / 0.0642
met2: 50 / 0.45 / 0.314
met1: 728 / 0.48 / 0.392
li1: 683 / - / -
-- critical path, stage by stage --
cell,delay [ns]
clkdlybuf4s50_1,0.51
xnor2_2,0.54
xnor3_1,0.48
xnor3_1,0.35
a22o_1,0.18
-- per-stage QoR --
| stage | cells | setup slack [ns] |
|---|---|---|
| finish | 269 | 1.05 |
| global route | 269 | 0.997 |
| CTS | 269 | 1.06 |
| detailed placement | 262 | 0.766 |
| global placement | 262 | 0.799 |
| floorplan | 169 | 1.47 |
-- cell families after synthesis --
| family | share of synthesized area |
|---|---|
| multiplexers | 0.0472 |
| AND/OR/NAND/NOR | 0.0703 |
| AND-OR/OR-AND | 0.0628 |
| buffers and inverters | 0.0129 |
| XOR/XNOR | 0.463 |
| flip-flops | 0.344 |
-- report_power, final --
part	switching, mW	internal, mW	total, mW
Clock	0.124	0.166	0.290
Combinational	0.668	1.35	2.01
Sequential	0.149	0.478	0.627
Total	0.941	1.99	2.93
-- synthesized netlist by cell type (all sizes together) --
cell type	count	area [um^2]
o22ai	7	43.8
mux2i	11	110
o21ai	2	10.0
xor2	5	51.3
nor2b	1	6.26
dfrtp	32	801
buf	3	11.3
a21oi	2	10.0
xnor3	28	631
a22o	2	17.5
a211oi	8	65.1
xor3	5	120
nand2	2	7.51
clkbuf	5	18.8
nand2b	12	75.1
xnor2	24	278
nor2	20	75.1
-- path summary, 6_finish.rpt --
path                                 start         end  slack, ns
max in group asynchronous             RSTn  Mout_p[11]       2.52
worst min-delay path            Mout_p[18]  Mout_p[18]       0.57
worst min register to register  Mout_p[18]  Mout_p[18]       0.57
min in group asynchronous             RSTn  Mout_p[25]       0.87
worst max-delay path            data_in[7]  Mout_p[13]       1.05
worst max register to register  Mout_p[31]  Mout_p[13]       1.55
-- layout make-up --
type,instances,area (um^2),share of cell area
clock buffer,7,96.3,0.0328
timing repair buffer,49,475,0.162
tap,52,65.1,0.0221
sequential,32,801,0.273
multi-input combinational,129,1500,0.511
