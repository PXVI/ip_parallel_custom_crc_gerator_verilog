==> flow/design.v <==
module crc5_4bit_parallel_usb2_mod  #(  parameter   RESET_SEED = 'h00 )(
                                                                            input CLK,
                                                                            input RSTn,
                                                                            input [3:0] data_in,
                                                                            input enable,
                                                                            input clear,
                                                                            output [4:0] CRC
                                                                        );
    reg [4:0] Mout_p, Mout_n;
    always@( posedge CLK or negedge RSTn )
    begin
        Mout_p <= Mout_n;
        if( !RSTn )
        begin
            Mout_p <= RESET_SEED;
        end
    end
    always@( * )
    begin
        Mout_n = Mout_p;
        if( clear )
        begin
            Mout_n = RESET_SEED;
        end
        else if( enable )
        begin
            Mout_n[0] = data_in[0] ^ data_in[3] ^ Mout_p[1]^ Mout_p[4];
            Mout_n[1] = data_in[1] ^ Mout_p[2];
            Mout_n[2] = data_in[0] ^ data_in[2] ^ data_in[3] ^ Mout_p[1] ^ Mout_p[3] ^ Mout_p[4];
            Mout_n[3] = data_in[1] ^ data_in[3] ^ Mout_p[2] ^ Mout_p[4];
            Mout_n[4] = data_in[2] ^ Mout_p[0] ^ Mout_p[3];
        end
    end
    assign CRC = Mout_p;
endmodule
==> flow/run.sh <==
#!/bin/bash
# OpenROAD 26Q1-2900-gdf79404cd8, Yosys 0.63+post, stock flow scripts
make -C /OpenROAD-flow-scripts/flow DESIGN_CONFIG=/design/flow/config.mk WORK_HOME=/design/flow/orfs finish
==> flow/config.mk <==
export PLATFORM = sky130hd
export DESIGN_NAME = crc5_4bit_parallel_usb2_mod
export DESIGN_NICKNAME = crc5_4bit_parallel_usb2_mod
export VERILOG_FILES = /design/flow/design.v
export SDC_FILE = /design/flow/constraint.sdc
export NUM_CORES = 4
export LEC_CHECK = 1
export CORE_AREA = 10 10 70 70
export DIE_AREA = 0 0 80 80
==> flow/constraint.sdc <==
current_design crc5_4bit_parallel_usb2_mod

set clk_period 2.5
set clk_io_pct 0.2

create_clock -name clk0 -period $clk_period [get_ports {CLK}]

set non_clock_inputs [all_inputs -no_clocks]
set_input_delay [expr $clk_period * $clk_io_pct] -clock clk0 $non_clock_inputs
set_output_delay [expr $clk_period * $clk_io_pct] -clock clk0 [all_outputs]
==> reports/results.md <==
| Parameter | This run |
| --- | --- |
| Critical Path Max Stage Delay | 0.45 ns |
| Total clock buffers created by CTS | 3 |
| Top routing layer in use | met4 |
| Worst setup path startpoint | data_in[3] |
| CTS sink count | 5 |
| Top flop regs | Mout_p x5 |
| Summed standard-cell area reported by yosys | 299 um2 |
| Pin count of the biggest net entering global routing | 10 |
| Top cells by area in the synthesized netlist | dfrtp_1 (42%), xnor2_1 (12%), xor3_1 (7.9%) |
| Met2 WL | 448 um |
| Cell chain of the critical path | clkdlybuf4s50_1 -> xnor2_2 -> xnor3_1 -> a211oi_2 |
| Reg clk slew, reported paths | 0.04 ns |
| Capturing element type of the critical path | register |
| Fraction of synthesized cell area taken by the top area cell type | 41.8% |
| Data required time of the worst path | 2.66 ns |
| First-pass detailed-route iteration total | 2 |
| Vias after detailed routing | 227 |
| Post-synthesis instance area | 299 um2 |
| Async S/R FF share, synth | 100% |
| Commonest flop | dfrtp_1 |
| Metal3 WL | 52 um |
| Initial antenna violation count | 0 |
| Worst vdd rail ir drop | 0.0714 mV |
| Critical Setup Path Class | primary input to register |
| Post-route clock period utilization | 67.4% |
| Buffer cell driving the clock tree root | clkbuf_4 |
| WL met1 | 258 um |
| Switching power of the nets | 0.0754 mW |
| Total power per unit cell area | 593 nW/um2 |
| Period minus WS final | 1.68 ns |
| Post-CTS Hold Fix Bufs | 0 |
| Post-Place Setup Slack | 0.545 ns |
| Std cell rows | 21 |
| Total of warnings raised by yosys | 1 |
| Overall chip area | 6400 um2 |
| Max Transition Viols Final | 0 |
| Placed Instance Area | 473 um2 |
| Max FFs per register | 5 |
| Worst Skew | 0.00118 ns |
| Clk latency late pin | 0.24 ns |
| Die outline width | 80 um |
| Number of hold violations in the final report | 0 |
| Overflow left after global routing | 0 |
| Internal power of the cells | 0.221 mW |
| F_max | 594 MHz |
| Register-to-register setup slack | 1.08 ns |
| Power, Total | 0.296 mW |
| Worst slew margin relative to its limit | 77.7% |
| Worst path slowest cell | xnor3_1 |
| Die Ht | 80 um |
| R2r startpoint | Mout_p[4] |
| Routed Wire Length | 771 um |
| Count of nets left with antenna violations after detail routing | 0 |
| Share of final-layout standard cells stronger than drive strength 1 | 12.8% |
| Distinct cells, synth | 11 |
| Maximum clock insertion buffer count | 2 |
| Floorplan-stage core utilization | 8.75% |
| Register bank with the most flops | Mout_p |
| Area growth from synthesis to layout | 66.9% |
| Ys cells | 24 |
| Hold Worst Slack | 0.478 ns |
| Setup tns final | 0 ns |
| Seq pwr share | 34.9% |
| CTS tree | yes |
| Least setup slack across all paths after layout | 0.815 ns |
| Port Buffers | 12 |
| Number of logged tool warnings | 25 |
| CP arrival | 1.84 ns |
| Number of diodes added for antenna fixing | 0 |
| Proportion of total power due to net switching | 25.5% |
| Via-per-instance ratio | 2.67 |
| Area inside the core boundary | 3420 um2 |
| Outcome | finished clean |
| Path type of the worst min-delay path | primary input to asynchronous set/reset pin |
| Leading cell types by count after synthesis | dfrtp_1 (5), nor2_1 (5), xnor2_1 (4), a211oi_1 (3) |
| Number of H-tree branching levels | 1 |
| Post-synth tally of flip-flops with integrated enable | 0 |
| Routability congestion estimate from global placement | 0.623 |
| Count of cells resized by post-cts repair | 0 |
| Leak Pwr | 0.194 nW |
| Worst Tran Pin Value | 0.334 ns |
| Aggregate global-route resource usage | 2.63% |
| Startpoint types | primary input |
| Cell depth of the worst flop-to-flop path | 3 |
| Synthesized area per cell | 12.5 um2 |
| DRC violation total after the first TritonRoute iteration | 1 |
| Final std cell area, no fill | 499 um2 |
| Portion of total power attributed to the clock network | 30.9% |
| Detailed Place HPWL | 664 um |
| Sequential share of the synthesized area | 41.8% |
| Wire per inst | 9.07 um |
| Setup bufs post-CTS | 0 |
| Num ports | 13 |
| Flops out of synthesis | 5 |
| Number of max-cap violations | 0 |
| Via count of the first global-routing pass | 292 |
| Global-route wire length before repair | 1320 um |
| Maximum fanout count along the critical path | 3 |
| Final tally of setup violations | 0 |
| Detailed-route DRC error count | 0 |
| Largest area contributor in the netlist | dfrtp_1 |
| Fraction of power consumed by combinational cells | 34.1% |
| Post-synthesis instance total | 24 |
| Setup repair after global routing missed its margin | no |
## placed cells by master, fill, tap and decap left out, types with 3 or more instances in the layout
master / Yosys / final
clkbuf_4: 0 / 3
dfrtp_1: 5 / 5
nor2_1: 5 / 5
xnor2_1: 4 / 4
a211oi_1: 3 / 3
clkdlybuf4s50_1: 0 / 12
## worst paths after layout
check,to
worst max-delay path,Mout_p[2]
worst min-delay path,Mout_p[4]
worst max register to register,Mout_p[2]
worst min register to register,Mout_p[0]
max in group asynchronous,Mout_p[1]
min in group clk0,Mout_p[0]
## layer usage
| layer | up-vias | global-route usage [%] |
|---|---|---|
| met5 | - | 0 |
| met4 | 0 | 1.06 |
| met3 | 2 | 1.25 |
| met2 | 4 | 5.14 |
| met1 | 109 | 2.16 |
| li1 | 112 | - |
## worst max-delay path, delay by kind of cell
kind | cells | cell delay (ns)
AND-OR/OR-AND | 1 | 0.21
buffers and inverters | 1 | 0.44
XOR/XNOR | 2 | 0.69
## power by group through the flow
stage | clock network [mW] | logic (mW) | registers [mW]
global route | 0.104 | 0.112 | 0.105
finish | 0.0915 | 0.101 | 0.103
CTS | 0.0968 | 0.103 | 0.104
## through the flow
stage | utilization, % | std cells
after global routing | 14.6 | 85
after global placement | 13.8 | 81
after detailed placement | 13.8 | 81
after CTS | 14.6 | 85
final | 14.6 | 85
after floorplan | - | 24
## final cells by class
| cell class | instances | area (um2) |
|---|---|---|
| repair buffers | 12 | 120 |
| fillers | 398 | 2920 |
| clock buffers | 4 | 26.3 |
| multi-input cells | 18 | 170 |
| flip-flops and latches | 5 | 125 |
| well taps | 46 | 57.6 |
## kinds of logic after synthesis
group / count (synthesis) / share of synthesized area [%]
buffers and inverters: 1 / 1.25
AND-OR/OR-AND: 4 / 11.7
AND/OR/NAND/NOR: 5 / 6.28
flip-flops: 5 / 41.8
XOR/XNOR: 8 / 35.6
multiplexers: 1 / 3.35
Power is estimated from default activity; no workload was simulated.
